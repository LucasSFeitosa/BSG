[design/flow/config.mk]
export PLATFORM = sky130hd
export DESIGN_NAME = BSG
export DESIGN_NICKNAME = BSG
export VERILOG_FILES = /design/flow/design.v
export SDC_FILE = /design/flow/constraint.sdc
export NUM_CORES = 4
export LEC_CHECK = 1
export CORE_UTILIZATION = 30
[design/flow/constraint.sdc]
current_design BSG

set clk_period 3.8
set clk_io_pct 0.2

create_clock -name clk0 -period $clk_period [get_ports {SYS_CLK}]

set non_clock_inputs [all_inputs -no_clocks]
set_input_delay [expr $clk_period * $clk_io_pct] -clock clk0 $non_clock_inputs
set_output_delay [expr $clk_period * $clk_io_pct] -clock clk0 [all_outputs]
[design/flow/run.sh]
#!/bin/bash
# OpenROAD 26Q1-2900-gdf79404cd8, Yosys 0.63+post, stock flow scripts
make -C /OpenROAD-flow-scripts/flow DESIGN_CONFIG=/design/flow/config.mk WORK_HOME=/design/flow/orfs finish
[design/flow/design.v]
module BSG(	
	input SYS_CLK, G_CLK_TX,
	output logic [7:0]OUT,	 
	output logic BSG_INT,
	input logic [7:0]Data_in, addr,	 
	output logic [7:0]Data_out,
	input logic we 	 
);
logic [7:0]BSG_CONTROL;	 
logic [7:0]BSG_DATA_0;
logic [7:0]BSG_DATA_1;
logic CLK_TX;
logic data_flag;  
logic [7:0] BSG_DATA, DATA_GRAY;	 
always_comb
	CLK_TX = (G_CLK_TX & BSG_CONTROL[0]);
Comunica Comunica_h( .clk(SYS_CLK), .controle1(BSG_CONTROL[2:0]), .controle2(BSG_CONTROL[7:3]), .data1(BSG_DATA_0), .data2(BSG_DATA_1),
 .data_in(Data_in), .data_out(Data_out), .endereco(addr), .ready(we));
encoder encoder_h(.binario(BSG_DATA), .gray(DATA_GRAY));
modulador modulador_h( .clk(CLK_TX), .saida(OUT), .DADO(DATA_GRAY), .flag_byte(data_flag), .status(BSG_CONTROL[3]), .rst(BSG_CONTROL[0]));
always_comb
	case (data_flag)		 
		1'b0: BSG_DATA = BSG_DATA_0;
		1'b1: BSG_DATA = BSG_DATA_1;
	endcase
always_comb
	BSG_INT=(BSG_CONTROL[1] & BSG_CONTROL[2]);		 
endmodule
module Comunica(
input clk, 
output logic [2:0] controle1,	 
input logic [4:0] controle2,	 
output logic [7:0] data1, data2,
input logic [7:0] data_in, endereco,
output logic [7:0] data_out,
input logic ready		 
);
logic [7:0] controle;		 
logic aux, aux1, aux2;	 
initial	begin
	controle[2:0]=3'b0;	 
	aux=1'b0;
	aux1=1'b0;
end
always_comb
	controle1 = controle[2:0];	 
always_comb
	controle[7:3]=controle2[4:0]; 	 
always_ff @(negedge controle[3])
	aux=!aux;	 
always_ff@(posedge clk)
begin
	if (aux1!=aux)	begin	 
		aux2=1'b1;
		aux1=aux;
	end
	else
		aux2=1'b0;
	if (aux2)
		controle[2]=1'b1;	 
	case(endereco)
		8'd10: begin
			if(ready==1'b0)	 
				controle[2:0] = data_in[2:0];
			else
				data_out[7:0] = controle[7:0];
		end
		8'd11:begin
			if(ready==1'b0)
				data1 = data_in;
			else
				data_out[7:0] = data1[7:0];
		end
		8'd12:begin
			if(ready==1'b0)
				data2 = data_in;
			else
				data_out[7:0] = data2[7:0];
		end
	endcase
end
endmodule
module encoder( 
input logic [7:0] binario,
output logic [7:0] gray
);
always_comb
begin
   gray[7] = binario[7];
   gray[6] = binario[7] ^ binario[6];
   gray[5] = binario[6] ^ binario[5];
   gray[4] = binario[5] ^ binario[4];
   gray[3] = binario[4] ^ binario[3];
   gray[2] = binario[3] ^ binario[2];
   gray[1] = binario[2] ^ binario[1];
   gray[0] = binario[1] ^ binario[0];
end
endmodule
module modulador(
	input clk,
	output logic [7:0]saida,
	input logic [7:0]DADO,
	output logic flag_byte, status,  
	input logic rst		 
);
logic [4:0]entrada;
logic flag; 
logic dado;
logic [2:0]aux;	 
always_comb	
	dado=DADO[aux];
always_ff @(posedge clk or negedge rst)	begin
	if (!rst)	begin
		entrada=5'd0;
		aux=3'd0;
		status=1'b0;
		flag_byte=1'b0;
	end
	else	begin	
		entrada = entrada + 5'b1;
		if (entrada== 5'd31)	begin	 
			aux=aux+3'b1;
			if (aux==3'd0)	begin		 
				flag_byte = !flag_byte;	 
				if (flag_byte==1'b0)
					status=1'b0;		 
			end
		end	
		else
				status=1'b1;		 
	end
end
always_ff @(posedge clk or negedge rst) begin
	if (!rst)	begin
		saida=128;	 
		flag=0;		 
	end
	else	begin
		if (dado==0)
		begin
			if (flag==0)
				begin
				case(entrada)
					0 : saida = 128;
					1 : saida = 153;
					2 : saida = 177;
					3 : saida = 199;
					4 : saida = 218;
					5 : saida = 234;
					6 : saida = 246;
					7 : saida = 253;
					8 : saida = 255;
					9 : saida = 253;
					10 : saida = 246;
					11 : saida = 234;
					12 : saida = 218;
					13 : saida = 199;
					14 : saida = 177;
					15 : saida = 153;
					16 : saida = 128;
					17 : saida = 103;
					18 : saida = 79;
					19 : saida = 57;
					20 : saida = 38;
					21 : saida = 22;
					22 : saida = 10;
					23 : saida = 3;
					24 : saida = 0;
					25 : saida = 3;
					26 : saida = 10;
					27 : saida = 22;
					28 : saida = 38;
					29 : saida = 57;
					30 : saida = 79;
					31 : saida = 103;
				endcase
			end
			else if (flag==1)
			begin	
				case(entrada)
					0 : saida = 128;
					1 : saida = 103;
					2 : saida = 79;
					3 : saida = 57;
					4 : saida = 38;
					5 : saida = 22;
					6 : saida = 10;
					7 : saida = 3;
					8 : saida = 0;
					9 : saida = 3;
					10 : saida = 10;
					11 : saida = 22;
					12 : saida = 38;
					13 : saida = 57;
					14 : saida = 79;
					15 : saida = 103;
					16 : saida = 128;
					17 : saida = 153;
					18 : saida = 177;
					19 : saida = 199;
					20 : saida = 218;
					21 : saida = 234;
					22 : saida = 246;
					23 : saida = 253;
					24 : saida = 255;
					25 : saida = 253;
					26 : saida = 246;
					27 : saida = 234;
					28 : saida = 218;
					29 : saida = 199;
					30 : saida = 177;
					31 : saida = 153;
				endcase
			end
		end
		else if (dado==1)
		begin
		if (flag==0)
		begin
			case(entrada)
				0 : saida = 128;
				1 : saida = 140;
				2 : saida = 153;
				3 : saida = 165;
				4 : saida = 177;
				5 : saida = 188;
				6 : saida = 199;
				7 : saida = 209;
				8 : saida = 218;
				9 : saida = 227;
				10 : saida = 234;
				11 : saida = 240;
				12 : saida = 246;
				13 : saida = 250;
				14 : saida = 253;
				15 : saida = 255;
				16 : saida = 255;
				17 : saida = 255;
				18 : saida = 253;
				19 : saida = 250;
				20 : saida = 246;
				21 : saida = 240;
				22 : saida = 234;
				23 : saida = 227;
				24 : saida = 218;
				25 : saida = 209;
				26 : saida = 199;
				27 : saida = 188;
				28 : saida = 177;
				29 : saida = 165;
				30 : saida = 153;
				31 : saida = 140;
			endcase
			if (entrada==31)
				flag=!flag;
		end
		else if (flag==1)
		begin	
			case(entrada)
				0 : saida = 128;
				1 : saida = 116;
				2 : saida = 103;
				3 : saida = 91;
				4 : saida = 79;
				5 : saida = 68;
				6 : saida = 57;
				7 : saida = 47;
				8 : saida = 38;
				9 : saida = 29;
				10 : saida = 22;
				11 : saida = 16;
				12 : saida = 10;
				13 : saida = 6;
				14 : saida = 3;
				15 : saida = 1;
				16 : saida = 0;
				17 : saida = 1;
				18 : saida = 3;
				19 : saida = 6;
				20 : saida = 10;
				21 : saida = 16;
				22 : saida = 22;
				23 : saida = 29;
				24 : saida = 38;
				25 : saida = 47;
				26 : saida = 57;
				27 : saida = 68;
				28 : saida = 79;
				29 : saida = 91;
				30 : saida = 103;
				31 : saida = 116;
			endcase
			if (entrada==31)
				flag=!flag;
		end
	end
	end
end
endmodule
==> Slide: Implementation Results <==
Flow Results at a Glance

Global routing
  – Initial antenna violation count: 0
  – Largest net degree at the start of global routing: 59
  – Global Route Usage Sum: 0.131
  – Overflow after GRT: 0
  – Vias in the first global route: 2300
  – Global-route wire length before repair: 11.6 mm

Yosys
  – Top cells by area: edfxtp_1 25%, dfrtp_1 14%, mux4_2 4.9%
  – Synth warnings: 8
  – Synth Seq Share: 0.412
  – Post-Syn Instances: 324
  – Synth async-reset ratio: 0.396
  – Largest area contributor in the netlist: edfxtp_1
  – Ys cells: 324
  – Unique masters post-synth: 57
  – EDFF count, synth: 27
  – Post-synth regs: 48
  – Area leader share: 0.252
  – Commonest flop: edfxtp_1
  – Syn avg cell area: 9.95 µm²
  – Yosys stat area: 0.00322 mm²
  – Synthesized cell area: 0.00322 mm²

Place
  – Worst slack at placement: 454 ps
  – RePlAce Congestion: 0.872
  – HPWL after DPL: 4.85 mm
  – IO Port Bufs: 35

Power
  – Comb pwr share: 0.052
  – P_leak: 1.33 nW
  – Cell internal pwr: 0.000503 W
  – Sw frac: 0.162
  – Power per Cell Area: 160 mW/mm²
  – Sequential fraction of design power: 0.570
  – Psw: 0.0000976 W
  – Clk pwr share: 0.378
  – VDD IR max: 0.233 mV

CTS
  – Post-CTS sizing: 0
  – Latency at later pin: 270 ps
  – CTS Hold Bufs: 0
  – H-tree depth: 1
  – CTS tree: done
  – Root buffer cell: clkbuf_8
  – Number of CTS-inserted buffers: 3
  – Postcts setup bufs: 0
  – Reg clk slew, reported paths: 90 ps
  – CTS Buffer Depth: 2

Run status
  – Outcome: complete, no violations

Run
  – Max_cap viols: 0
  – Tool warnings: 33

STA
  – Finish-stage setup viols: 0
  – Worst-case clock skew: 4.74 ps
  – Worst Max-Slew Pin Slew: 754 ps
  – Final setup TNS: 0 ps
  – Unrepaired setup endpoints after global routing: false
  – Setup slack after layout: 694 ps
  – Count of unclocked register or latch pins: 20
  – Fmax: 0.322 GHz
  – Fin crit period: 3110 ps
  – Fin. Hold Viols: 0
  – Endpoints left unconstrained: 29
  – Final Max Slew Viols: 0
  – Final Cycle Share: 0.817
  – Slew HR: 0.497

Floorplanning
  – Chip height: 106 µm
  – Die area: 0.0112 mm²
  – Starting density of the core: 0.311
  – Ports: 36
  – Core area: 0.0104 mm²
  – Row Count: 37
  – Width of the die: 106 µm

Routing
  – Iteration tally of the first detailed-router pass: 4
  – Routed WL: 6.92 mm
  – Vias per cell: 5.21
  – ANT nets after route: 0
  – Post-DR wirelength/cell: 14.5 µm
  – Via count: 2489
  – # DRC: 0
  – N_diodes: 0
  – Iteration-0 DRC Markers: 135

Critical path
  – Startpoint types: input pin
  – Critical path class: input pin to register
  – Crit end category: register
  – Critical path arrival: 3010 ps
  – Req. time, crit path: 3710 ps
  – Crit-path max FO: 11

Worst hold path
  – HP Class: register to register

Finish
  – Fill cells: 1056
  – Comb. cell area: 0.00174 mm²
  – Post-layout util: 0.361
  – Area added between synthesis and finish: 16.3%
  – Register area: 0.00133 mm²
  – Most frequent logic cell in the layout: clkdlybuf4s50_1
  – Share of cells above drive strength 1: 0.0760
  – Top Layout Cells: 35 x clkdlybuf4s50_1, 27 x edfxtp_1, 23 x nor2_1
## final timing paths
path                                        from                               end  slack, ps  cells past startpoint
setup reg to reg       Comunica_h.aux1$_DFFE_PP_  Comunica_h.data_out[2]$_DFFE_PP_       2460                      4
hold / removal    Comunica_h.controle[2]$_DFF_P_    Comunica_h.controle[2]$_DFF_P_        550                      2
setup / recovery                         addr[6]     Comunica_h.data1[4]$_DFFE_PP_        690                      5
hold reg to reg   Comunica_h.controle[2]$_DFF_P_    Comunica_h.controle[2]$_DFF_P_        550                      2
## cell type report
class	count	area share
inverters	14	0.0140
clock inverters	1	0.00801
flip-flops and latches	48	0.354
multi-input cells	236	0.464
well taps	136	0.0454
repair buffers	40	0.104
clock buffers	3	0.0110
## power by group through the flow
stage	Clock [W]	Sequential (W)	Combinational (W)
5_1_grt	0.000242	0.000343	0.0000334
4_1_cts	0.000233	0.000343	0.0000313
6_report	0.000227	0.000343	0.0000309
## kinds of logic (layout without fill, tap and decap cells)
group,after synthesis,count (layout),share of synthesized area
buffers and inverters,40,58,0.0489
muxes,25,25,0.112
DFF,48,48,0.412
and+or+nand+nor,98,98,0.162
xor gates and xnor gates,13,13,0.0353
AOI/OAI and AO/OA,88,88,0.183
adders and majority gates,12,12,0.0466
## registers in the layout, indices dropped and copies added (netlist names)
name and flops:
modulador_h.saida 8, Comunica_h.aux1 1, modulador_h.aux 3, Comunica_h.controle 3, Comunica_h.data2 8, modulador_h.entrada 5, modulador_h.status 1, Comunica_h.data_out 8
modulador_h.flag_byte 1, Comunica_h.data1 8, Comunica_h.aux 1, modulador_h.flag 1
## per-layer routing
layer | part of all wire | vias up | wire (µm) | GRT usage
met2 | 0.46 | 74 | 3220 | 0.199
li1 | - | 1239 | - | -
met5 | 0 | - | 0 | 0
met1 | 0.47 | 1169 | 3280 | 0.212
met4 | 0.0075 | 0 | 52 | 0.0139
met3 | 0.054 | 7 | 374 | 0.0170
## per-stage QoR
step	area, µm²	instances	total power [W]	hold WS [ps]
after floorplan	3220	324	0.000356	491
after global placement	3680	474	0.000380	525
after detailed placement	3680	474	0.000381	525
after CTS	3750	478	0.000607	548
after global routing	3750	478	0.000618	597
final	3750	478	0.000601	545
## critical path, stage by stage
cell,delay (ps)
clkdlybuf4s50_1,390
nand2b_1,130
nor4_1,530
and4b_1,590
nor2b_1,610
## synthesized netlist by cell type, types with 2 or more instances
cell type	number
edfxtp_1	27
nor2_1	23
clkbuf_1	22
o21ai_0	20
a21oi_1	19
nand2_1	19
dfrtp_1	18
inv_1	14
ha_1	12
mux2i_1	12
nand3_1	9
nand2b_1	8
xnor2_1	8
a211oi_1	7
a21o_1	7
a22o_1	7
mux4_2	7
nor3_1	7
nor2b_1	6
mux2_2	5
xor2_1	5
and2_1	4
nand3b_1	4
o221ai_1	4
a31oi_1	3
and3_1	3
buf_1	3
nor4_1	3
o311ai_0	3
and4b_1	2
dfxtp_1	2
nand4_1	2
o211ai_1	2
o21a_1	2
o22ai_1	2
o31a_1	2
Power and IR drop assume default switching activity.
